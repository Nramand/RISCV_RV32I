==> flow/design.v <==
package rsv_pkg;
typedef enum logic [6:0] {
    R_TYPE    = 7'b0110011,
    I_TYPE_0  = 7'b0000011,
    I_TYPE_1  = 7'b0010011,
    I_TYPE_2  = 7'b1100111,
    S_TYPE    = 7'b0100011,
    B_TYPE    = 7'b1100011,
    U_TYPE_0  = 7'b0110111,
    U_TYPE_1  = 7'b0010111,
    J_TYPE    = 7'b1101111
  } riscv_op_t;
endpackage
import rsv_pkg::*;
module rsv_decode (
input  logic [31:0] inst_i,
output logic [4:0]  rs1_o,
output logic [4:0]  rs2_o,
output logic [4:0]  rd_o,
output logic [4:0]  op_o,
output logic [4:0]  funct3_o,
output logic [4:0]  funct7_o,
output logic        r_type_o,
output logic        i_type_o,
output logic        s_type_o,
output logic        b_type_o,
output logic        u_type_o,
output logic        j_type_o,
output logic [31:0] inst_imm_o
);
logic [4:0] op;
logic [4:0] rs1;
logic [4:0] rs2;
logic [4:0] rd;
logic [4:0] funct3;
logic [4:0] funct7;
logic r_type;
logic i_type;
logic s_type;
logic b_type;
logic u_type;
logic j_type;
logic [31:0] r_type_inst;
logic [31:0] i_type_inst;
logic [31:0] s_type_inst;
logic [31:0] b_type_inst;
logic [31:0] u_type_inst;
logic [31:0] j_type_inst;
logic [31:0] inst_imm;
assign op     = inst_i[6:0];
assign rd     = inst_i[11:7];
assign funct3  = inst_i[14:12];
assign rs1    = inst_i[19:15];
assign rs2    = inst_i[24:20];
assign funct7 = inst_i[31:25];
assign i_type_inst = { {20{inst_i[31]}},inst_i[31:20]};
assign s_type_inst = { {20{inst_i[31]}},inst_i[31:25],inst_i[11:7]};
assign b_type_inst = { {21{inst_i[31]}},inst_i[6],inst_i[30:24],inst_i[11:7],1'b0};  
assign u_type_inst = {inst_i[31:12],{12'b0}};
assign j_type_inst = { {13{inst_i[31]}},inst_i[19:12],inst_i[20],inst_i[30:21],1'b0};
assign inst_imm    = r_type ? 32'b0  :
                     i_type ? i_type_inst :
                     s_type ? s_type_inst :
                     b_type ? b_type_inst :
                     u_type ? u_type_inst :
                                   j_type_inst ;    
always_comb
begin 
  r_type = 1'b0; 
  i_type = 1'b0; 
  s_type = 1'b0;
  b_type = 1'b0;
  u_type = 1'b0;
  j_type = 1'b0;
  case(op)
   R_TYPE    : r_type = 1'b1; 
   I_TYPE_0, 
   I_TYPE_1,
   I_TYPE_2  : i_type = 1'b1;  
   S_TYPE    : s_type = 1'b1;
   B_TYPE    : b_type = 1'b1;
   U_TYPE_0,
   U_TYPE_1  : u_type = 1'b1;
   J_TYPE    : j_type = 1'b1;
   default;                                                     
   endcase
end
assign inst_imm_o = inst_imm;
assign r_type_o   = r_type;   
assign i_type_o   = i_type;
assign s_type_o   = s_type;
assign b_type_o   = b_type;
assign u_type_o   = u_type; 
assign j_type_o   = j_type; 
endmodule 
==> flow/run.sh <==
#!/bin/bash
# OpenROAD 26Q1-2900-gdf79404cd8, Yosys 0.63+post, stock flow scripts
make -C /OpenROAD-flow-scripts/flow DESIGN_CONFIG=/design/flow/config.mk WORK_HOME=/design/flow/orfs finish
==> flow/config.mk <==
export PLATFORM = sky130hd
export DESIGN_NAME = rsv_decode
export DESIGN_NICKNAME = rsv_decode
export VERILOG_FILES = /design/flow/design.v
export SDC_FILE = /design/flow/constraint.sdc
export NUM_CORES = 4
export LEC_CHECK = 1
export CORE_AREA = 10 10 70 70
export DIE_AREA = 0 0 80 80
==> flow/constraint.sdc <==
current_design rsv_decode

set clk_period 4.7
set clk_io_pct 0.2

create_clock -name clk0 -period $clk_period

set non_clock_inputs [all_inputs -no_clocks]
set_input_delay [expr $clk_period * $clk_io_pct] -clock clk0 $non_clock_inputs
set_output_delay [expr $clk_period * $clk_io_pct] -clock clk0 [all_outputs]
==> Slide: Implementation Results <==
Synthesis and Place & Route Summary

Final layout
  – Synth-to-Final Area Change: 82.01%
  – Flop count: 0
  – Fillers: 388
  – Design area: 1064 um2
  – Final Core Density: 31.14%
  – Register area: 0 um2
  – CLK BUF: 0
  – Share of layout cells above drive strength 1: 2.113%
  – Final Non-Filler Cells: 188
  – Comb gate area: 396.6 um2

Hold path
  – Worst hold path type: input pin to output pin

Pwr
  – Static Leakage: 0.5602 nW
  – Net Switching: 0.01838 mW
  – Int Pwr: 0.05452 mW
  – IR drop worst, VDD: 0.01097 mV
  – Power share of the sequential group: 0%
  – Sw Share: 25.21%
  – PwrDens: 68.54 nW/um2
  – Clock group share of total power: 0%
  – Combinational share of power: 100.0%

Yosys
  – Dominant cell area share: 47.54%
  – Synthesized cell area: 584.3 um2
  – Area reported by Yosys stat: 584.3 um2
  – Yosys cell count: 88
  – Cell Type Count: 15
  – Register share after synthesis: 0%
  – Syn avg cell area: 6.640 um2
  – Cell accounting for the most synthesized area: buf_4
  – Count leader, synth: buf_4
  – Top cells by count: buf_4 (37), nand2_1 (16), a21o_1 (11)
  – Top cells by area: buf_4 (48%), a21o_1 (14%), nor2b_1 (11%)
  – Ys Warns: 31
  – Synthesized instance count: 88

Detailed routing
  – Via count: 599
  – DRT iter0 DRCs: 8
  – Vias per cell: 3.186
  – Initial DRT Pass Iterations: 2
  – Drt wl/cell: 12.49 um
  – Antenna Nets Post-Route: 0
  – Total detailed-routing wirelength: 2.349 mm
  – DRC viols: 0
  – ANT cells: 0

Floorplanning
  – Die Footprint: 6400 um2
  – Top Ports: 100
  – Die X: 80 um
  – # rows: 21
  – Core box area: 3416 um2
  – Die H: 80 um
  – FP Core Util: 17.11%

Place
  – Placer Congestion: 0.7150
  – Post-Place Cell Area: 1064 um2
  – Post-DP HPWL: 2.119 mm
  – Buffers on Ports: 59
  – Place WS: 0.9219 ns
  – Dpl cells: 188

Final timing
  – Fin. Hold Viols: 0
  – Fin Setup TNS: 0 ns
  – Cycle use final: 79.28%
  – Final setup fails: 0
  – FMAX: 268.4 MHz
  – Minimum clock period: 3.726 ns
  – Max-slew violations: 0
  – RSZ-0062 raised after global routing: no
  – Final setup margin: 0.9738 ns

Clock network
  – Hold Buf Count CTS: 0
  – Post-CTS sizing: 0
  – Post-CTS setup buffers: 0

GRT
  – First-pass GRT wire length: 3.236 mm
  – Vias in the first global route: 651
  – GR Util All Layers: 6.119%
  – Grt total ovfl: 0
  – Largest net degree at the start of global routing: 23
  – Initial antenna violation count: 0

Setup path
  – CP arrival: 2.79 ns
  – CP Capture Type: output pin
  – Max Fanout on Critical Path: 9
  – Startpoint Class: input pin
  – Critical Path RT: 3.76 ns
  – WS Path Type: input pin to output pin

Run status
  – Outcome: complete, no violations

Flow run
  – Max_cap viols: 0
  – OpenROAD warning count: 39
[cells in the final DEF, fill, tap and decap left out, drive strengths merged]
cell type      instances
and3                   1
nand4bb                1
o21ai                  1
a31oi                  1
a21o                  11
a22o                   1
nand2                 17
and2                   1
buf                    1
and3b                  1
clkdlybuf4s50         59
conb                  34
nor2b                 10
inv                    3
[layout make-up]
cell class | instances | share of cell area, %
Multi-Input combinational cell | 79 | 37.29
Timing Repair Buffer | 60 | 56.24
Tap cell | 46 | 5.412
Inverter | 3 | 1.059
[metal layers]
layer  track usage, %  wire length, um  vias up
li1                 -                -      317
met1            6.790              877      249
met2            12.52             1318       33
met3           0.6818              152        0
met4                0                0        0
met5                0                0        -
[power groups by stage]
stage	clock network [mW]	logic (mW)	registers (mW)
4_1_cts	0	0.0757	0
5_1_grt	0	0.0816	0
6_report	0	0.0729	0
[cells by family (layout without fill, tap and decap cells)]
| kind of cell | count (synthesis) | after routing | synth area share (%) |
|---|---|---|---|
| AND-OR/OR-AND | 14 | 14 | 17.56 |
| other | 1 | 34 | 0.6418 |
| AND/OR/NAND/NOR | 31 | 31 | 28.48 |
| buffers and inverters | 42 | 63 | 53.32 |
[through the flow]
stage          hold slack (ns)  power [mW]
2_1_floorplan            1.941     0.03454
3_3_place_gp             2.774     0.07566
3_5_place_dp             2.778     0.07515
4_1_cts                  2.780     0.07568
5_1_grt                  2.811     0.08160
6_report                 2.773     0.07290
[path summary, 6_finish.rpt]
check                       from              to  slack (ns)  cells after the start
worst max-delay path   inst_i[2]  inst_imm_o[17]        0.97                      6
worst min-delay path  inst_i[18]  inst_imm_o[18]        2.77                      4
[critical path, cell delays in order]
cell,delay (ns)
clkdlybuf4s50_1,0.46
nand4bb_1,0.45
inv_1,0.24
nand2_2,0.14
nand2_1,0.08
clkdlybuf4s50_1,0.47
Power figures rest on the tool's default switching activity, not on a simulated workload.
